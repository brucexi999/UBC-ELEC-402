===== flow/run.sh =====
#!/bin/bash
# OpenROAD 26Q1-2900-gdf79404cd8, Yosys 0.63+post, stock flow scripts
make -C /OpenROAD-flow-scripts/flow DESIGN_CONFIG=/design/flow/config.mk WORK_HOME=/design/flow/orfs finish

===== flow/config.mk =====
export PLATFORM = sky130hd
export DESIGN_NAME = Fsm
export DESIGN_NICKNAME = Fsm
export VERILOG_FILES = /design/flow/design.v
export SDC_FILE = /design/flow/constraint.sdc
export NUM_CORES = 4
export LEC_CHECK = 1
export CORE_UTILIZATION = 30

===== flow/constraint.sdc =====
current_design Fsm

set clk_period 3.4
set clk_io_pct 0.2

create_clock -name clk0 -period $clk_period [get_ports {clk}]

set non_clock_inputs [all_inputs -no_clocks]
set_input_delay [expr $clk_period * $clk_io_pct] -clock clk0 $non_clock_inputs
set_output_delay [expr $clk_period * $clk_io_pct] -clock clk0 [all_outputs]

===== flow/design.v =====
module Fsm (rst, clk, aim, motion_score, detail_score, make_motion, check_motion, make_detail, check_detail, make_video, motion_prmt, detail_prmt);
    input logic rst, clk;
    input logic [2:0] aim;
    input logic [7:0] motion_score, detail_score;
    output logic make_motion, check_motion, make_detail, check_detail, make_video;
    output logic [7:0] motion_prmt, detail_prmt;
    logic [7:0] motion_target, detail_target; 
    typedef enum  {s_reset, s_make_motion, s_check_motion, s_wait_motion_sccore, s_increase_motion, s_decrease_motion, s_decode_detail, 
    s_make_detail, s_check_detail, s_wait_detail_score, s_increase_detail, s_decrease_detail, s_make_video, s_done} statetype;
    statetype state; 
    always_ff @  (posedge clk) begin
        if (rst) begin 
            state <= s_reset;
        end
        else begin
            case (state) 
                s_reset: begin
                    make_motion <= 0; 
                    check_motion <= 0;
                    make_detail <= 0;
                    check_detail <= 0;
                    make_video <= 0;
                    motion_target <= 'd100;
                    motion_prmt <= 'd50;
                    detail_target <= 'd0;
                    detail_prmt <= 'd150;
                    if (~rst) begin
                        state <= s_make_motion;
                    end
                end
                s_make_motion: begin
                    make_motion <= 1;
                    state <= s_check_motion;
                end
                s_check_motion: begin
                    make_motion <= 0;
                    check_motion <= 1;
                    state <= s_wait_motion_sccore;
                end
                s_wait_motion_sccore: begin
                    check_motion <= 0;
                    if (motion_score < motion_target) begin
                        state <= s_increase_motion;
                    end
                    else if (motion_score > motion_target) begin
                        state <= s_decrease_motion;
                    end
                    else if (motion_score == motion_target) begin
                        state <= s_decode_detail;
                    end
                end
                s_increase_motion: begin
                    motion_prmt <= motion_prmt + 1'b1; 
                    state <= s_make_motion;
                end
                s_decrease_motion: begin
                    motion_prmt <= motion_prmt - 1'b1; 
                    state <= s_make_motion;
                end
                s_decode_detail: begin
                    case (aim)
                        3'b001: detail_target <= 'd30;
                        3'b010: detail_target <= 'd45;
                        3'b100: detail_target <= 'd60;
                    endcase
                    state <= s_make_detail;
                end
                s_make_detail: begin
                    make_detail <= 1;
                    state <= s_check_detail;
                end
                s_check_detail: begin
                    make_detail <= 0;
                    check_detail <= 1;
                    state <= s_wait_detail_score;
                end
                s_wait_detail_score: begin
                    check_detail <= 0;
                    if (detail_score < detail_target) begin
                        state <= s_increase_detail;
                    end
                    else if (detail_score > detail_target) begin
                        state <= s_decrease_detail;
                    end
                    else if (detail_score == detail_target) begin
                        state <= s_make_video;
                    end
                end
                s_increase_detail: begin
                    detail_prmt <= detail_prmt + 1'b1; 
                    state <= s_make_detail;
                end
                s_decrease_detail: begin
                    detail_prmt <= detail_prmt - 1'b1; 
                    state <= s_make_detail;
                end
                s_make_video: begin
                    make_video <= 1;
                    state <= s_done;
                end
                s_done: begin
                    make_video <= 0;
                    if (rst) begin
                        state <= s_reset;
                    end
                end
            endcase
        end
    end
endmodule

==> ci_impl_report.md <==
### Metrics collected by this job

| Metric | Value |
|---|---|
| GR Overflow Total | `0` |
| Max VDD drop | `~0.17 mV` |
| Detailed-route via count | `1,588` |
| Sequential area share after synthesis | `48.3%` |
| # setup viols final | `0` |
| CP max-delay cell | `a211oi_1` |
| Vias per cell | `4.50` |
| Maxcap violations | `0` |
| Period utilization | `63.6%` |
| Post-synth regs | `40` |
| H-Tree Depth | `2` |
| Row cnt | `30` |
| HPWL after DPL | `3040 µm` |
| Die width | `87.6 µm` |
| Clock buffer depth | `2` |
| Worst setup SP type | `input pin` |
| Pins Over Slew Limit | `0` |
| Number of cells in Yosys stat | `~210` |
| Bufs and invs on worst path | `1` |
| Synthesized cell area | `2200 µm²` |
| Hold Fails Final Rpt | `0` |
| Pin count of the biggest net entering global routing | `20` |
| Leak pwr | `1.10 nW` |
| Cells after Synth | `approximately 210` |
| Chip footprint | `7670 µm²` |
| Port Buffers | `41` |
| Worst-Margin Slew | `approximately 680 ps` |
| # resized after CTS | `0` |
| Worst EP arrival | `2090 ps` |
| WS Path Type | `input pin to flip-flop` |
| Layout area overhead | `29.3%` |
| Fmax | `463 MHz` |
| CP Data Required Time | `3330 ps` |
| Reg clk slew, reported paths | `~70 ps` |
| Final ANT Viol Nets | `0` |
| Vias in the first global route | `1,442` |
| Max FO, Critical Path | `5` |
| Die H | `a little under 90 µm` |
| Wirelength per Cell | `roughly 11 µm` |
| Clk sinks | `~40` |
| Main synth FF type | `edfxtp_1` |
| CTS tree | `built` |
| Antenna Cells | `0` |
| Power, Total | `1.03 mW` |
| Fillers | `between 600 and 700` |
| CORE AREA | `between 6000 and 7000 µm²` |
| Ports | `42` |
| Layout cells sized above 1 | `8.17%` |
| Dpl ws | `906 ps` |
| Final Non-Filler Cells | `353` |
| Starting Density | `31.6%` |
| Worst skew pair latency | `290 ps` |
| CTS buffer count | `5` |
| First drt pass iteration count | `4` |
| Worst min path class | `flip-flop to flip-flop` |
| Area reported by Yosys stat | `2200 µm²` |
| Final setup margin | `1240 ps` |
| Async set-reset flop share out of synthesis | `0%` |
| Setup Skew | `3.85 ps` |
| Critical path's top delay family | `AND-OR/OR-AND gates` |
| Crit path cell chain | `clkdlybuf4s50_1 -> xnor2_1 -> nor2_1 -> a21oi_1 -> a211oi_1` |
| GPL Wtd Cong | `between 0.8 and 0.9` |
| Tool warnings | `25` |
| Final wirelength | `between 3000 and 4000 µm` |
| Syn_area_per_cell | `10.5 µm²` |
| Fin crit period | `2160 ps` |
| Setup Fix Bufs, Post-CTS | `0` |
| Run status | `finished, final reports clean` |
| Netlist cell types | `45` |
| DR DRC count | `0` |
| Pwr dens | `361 nW/µm²` |
| RSZ-0062 raised after global routing | `no` |
| Post-layout util | `between 40% and 50%` |
| CP endpoint kind | `flip-flop` |
| EDFF count, synth | `26` |
| Fin Setup TNS | `0 ps` |
| Initial antenna violation count | `0` |
| First-pass GRT wire length | `6600 µm` |
| Yosys warnings | `1` |
| CP peak stage delay | `600 ps` |
| Post-Place Cells | `345` |
| DR iter-0 viols | `79` |
| Post-CTS Hold Fix Bufs | `0` |
| Total GRT Usage | `11.3%` |
| Rel. slew slack | `a little over half` |
| Root Buffer | `clkbuf_8` |
[worst paths after layout]
| kind | slack, ps | start | depth (start not counted) | end |
|---|---|---|---|---|
| setup / recovery | 1240 | aim[1] | 5 | detail_target[3] |
| hold / removal | 470 | state[13] | 1 | state[1] |
| setup reg to reg | 1250 | state[9] | 7 | motion_prmt[6] |
| hold reg to reg | 470 | state[13] | 1 | state[1] |
[cell usage in the layout (no fill, tap or decap), types with 2 or more instances in the layout]
cell	netlist	routed
a21oi_1	9	9
o211a_1	2	2
nand2b_1	6	6
a211oi_1	3	3
o21ai_1	2	2
xnor2_1	4	4
xor2_1	2	2
dfxtp_1	14	14
nor3b_1	2	2
o21ai_0	7	7
nor3_1	13	13
ha_1	18	18
o21a_1	3	3
nand2_1	11	11
o21ai_2	2	2
o21bai_1	2	2
edfxtp_1	26	26
clkdlybuf4s50_1	0	41
a21o_1	4	4
or2_2	3	3
inv_1	12	12
clkbuf_8	0	7
nor2b_4	2	2
nor2_1	31	31
fa_1	2	2
mux2i_1	2	2
nor2b_1	8	8
[state kept, by name (all words and copies together), names as in the netlist]
| register | count |
|---|---|
| state | 14 |
| detail_prmt | 8 |
| motion_prmt | 8 |
| detail_target | 5 |
| check_detail | 1 |
| check_motion | 1 |
| make_detail | 1 |
| make_motion | 1 |
| make_video | 1 |
[area by class of cell]
| cell class | count | area (µm²) | share of cell area [%] |
|---|---|---|---|
| Tap cell | 96 | 120 | 4.23 |
| Clock buffer | 8 | 121 | 4.27 |
| Inverter | 12 | 45.0 | 1.59 |
| Timing Repair Buffer | 41 | 410 | 14.4 |
| Multi-Input combinational cell | 156 | 1080 | 38.1 |
| Sequential cell | 40 | 1060 | 37.3 |
[synthesized netlist by cell type (2+ instances only)]
master     n  area share, %
a211oi_1   3            1.0
a21o_1     4            1.4
a21oi_1    9            2.0
dfxtp_1   14             13
edfxtp_1  26             36
fa_1       2            1.8
ha_1      18             10
inv_1     12            2.0
mux2i_1    2           0.91
nand2_1   11            1.9
nand2b_1   6            1.7
nor2_1    31            5.3
nor2b_1    8            2.3
nor2b_4    2            1.3
nor3_1    13            3.0
nor3b_1    2           0.68
o211a_1    2           0.91
o21a_1     3            1.0
o21ai_0    7            1.6
o21ai_1    2           0.46
o21ai_2    2           0.80
o21bai_1   2           0.68
or2_2      3           0.85
xnor2_1    4            1.6
xor2_1     2           0.80
[routing by layer]
layer	vias up	part of all wire, %	global-route usage (%)
met5	-	0	0
met2	40	40	15.8
li1	849	-	-
met3	5	5.0	3.05
met1	694	53	18.9
met4	0	1.5	1.34
[cell families after synthesis]
logic type                 count (synthesis)  share of synthesized area [%]
DFF                                       40                           48.3
muxes                                      2                          0.911
AOI/OAI and AO/OA                         42                           13.4
adders and majority gates                 20                           12.1
buffers and inverters                     14                           2.39
xor gates and xnor gates                   6                           2.39
and+or+nand+nor                           86                           20.5
[power by group]
| part | total, mW | switching [mW] | internal [mW] |
|---|---|---|---|
| clock | 0.391 | 0.162 | 0.229 |
| sequential | 0.536 | 0.00880 | 0.527 |
| combinational | 0.0984 | 0.0413 | 0.0571 |
| total | 1.03 | 0.212 | 0.814 |
[stage by stage]
step	hold slack, ps	cell area, µm²
floorplan	435	2200
global placement	452	2720
detailed placement	459	2720
CTS	471	2840
global route	488	2840
finish	471	2840
No activity file was given, so power comes from the tool's default toggle rates.
