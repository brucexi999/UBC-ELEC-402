**/design/flow/design.v**
```verilog
parameter n = 8;
module Shift_reg (
    input logic clk,
    input logic rst, 
    input logic load,  
    input logic serial_in,
    input logic [n-1:0] parallel_in,
    output logic serial_out,
    output logic [n-1:0] parallel_out
    );
    always_ff @ (posedge clk) begin
        if (rst) begin
            parallel_out <= 0;
        end
        else if (load) begin
            parallel_out <= parallel_in; 
        end
        else begin
            parallel_out <= {parallel_out[n-2:0], serial_in};
        end
    end
    assign serial_out = parallel_out [n-1]; 
endmodule 
```
**/design/flow/run.sh**
```bash
#!/bin/bash
# OpenROAD 26Q1-2900-gdf79404cd8, Yosys 0.63+post, stock flow scripts
make -C /OpenROAD-flow-scripts/flow DESIGN_CONFIG=/design/flow/config.mk WORK_HOME=/design/flow/orfs finish
```
**/design/flow/config.mk**
```make
export PLATFORM = sky130hd
export DESIGN_NAME = Shift_reg
export DESIGN_NICKNAME = Shift_reg
export VERILOG_FILES = /design/flow/design.v
export SDC_FILE = /design/flow/constraint.sdc
export NUM_CORES = 4
export LEC_CHECK = 1
export CORE_AREA = 10 10 70 70
export DIE_AREA = 0 0 80 80
```
**/design/flow/constraint.sdc**
```tcl
current_design Shift_reg

set clk_period 1.1
set clk_io_pct 0.2

create_clock -name clk0 -period $clk_period [get_ports {clk}]

set non_clock_inputs [all_inputs -no_clocks]
set_input_delay [expr $clk_period * $clk_io_pct] -clock clk0 $non_clock_inputs
set_output_delay [expr $clk_period * $clk_io_pct] -clock clk0 [all_outputs]
```
==> impl_metrics.sql <==
-- generated from flow reports
INSERT INTO impl_metrics (metric_group, metric, value, unit) VALUES
('status', 'status', 'finished clean', ''),
('run', 'max_cap_viol_count', '0', ''),
('sta', 'hold_violations', '0', ''),
('clock_tree', 'clk_transition_reported_paths', '0.05', 'ns'),
('floorplan', 'chipWidth', '80', 'um'),
('logic_synthesis', 'synthAoiAreaFrac', '0', '%'),
('logic_synthesis', 'count_of_yosys_warnings_during_synthesis', '1', ''),
('final_layout', 'area.combinational', '110.1', 'sq um'),
('global_routing', 'first_pass_grt_wire_length', '1.414', 'mm'),
('final_layout', 'synthToLayoutAreaGrowth', '94.02', '%'),
('logic_synthesis', 'synth.cellmix.adderShare', '0', '%'),
('worst_setup_path', 'critical_path_required', '0.88', 'ns'),
('drt', 'detail-route-antenna-nets', '0', ''),
('sta', 'maxSlewHeadroom', '81.81', '%'),
('logic_synthesis', 'post_synth_instance_area', '292.8', 'sq um'),
('worst_setup_path', 'crit_path_max_fanout', '2', ''),
('logic_synthesis', 'synth.logic.top_family', 'multiplexers', ''),
('final_layout', 'layout-drive-gt1-share', '22.92', '%'),
('run', 'stage_log_warnings', '25', ''),
('logic_synthesis', 'ys.flops', '8', ''),
('logic_synthesis', 'syn-instance-count', '27', ''),
('power_and_ir_drop', 'irDropWorstVdd', '0.0005574', 'V'),
('drt', 'drt_first_iter_violations', '1', ''),
('worst_setup_path', 'crit_path_start_kind', 'flip-flop', ''),
('floorplan', 'design.core.area', '0.003416', 'sq mm'),
('sta', 'skew', '0.001937', 'ns'),
('final_layout', 'flip_flop_count_of_the_largest_register_all_copies_and_words_added', '8', ''),
('sta', 'setup_repair_after_global_routing_missed_its_margin', 'false', ''),
('placed_design', 'post_dp_cell_area', '548.0', 'sq um'),
('final_layout', 'layout_top_cell_excl_fill_tap', 'clkdlybuf4s50_1', ''),
('clock_tree', 'postCtsHoldBufs', '0', ''),
('clock_tree', 'worst_skew_pair.late_latency', '0.24', 'ns'),
('clock_tree', 'number_of_buffers_inserted_during_clock_tree_synthesis', '3', ''),
('clock_tree', 'cts_resized', '16', ''),
('worst_setup_path', 'cp_cell_sequence', 'dlygate4sd2_1', ''),
('logic_synthesis', 'seq_area_frac_synth', '54.70', '%'),
('drt', 'number_of_vias_per_cell_after_detailed_routing', '2.564', ''),
('logic_synthesis', 'ys_sh_mux', '27.35', '%'),
('clock_tree', 'cts_buffer_depth', '2', ''),
('drt', 'via_count', '241', ''),
('final_layout', 'sequential_cell_area', '168.9', 'sq um'),
('logic_synthesis', 'simple_gate_share', '10.26', '%'),
('final_layout', 'design_area', '568.0', 'sq um'),
('drt', 'avgRoutedWirePerCell', '9.043', 'um'),
('sta', 'final.setup.tns', '0', 'ns'),
('logic_synthesis', 'ys_chip_area', '292.8', 'sq um'),
('floorplan', 'floorplan.io_pins', '21', ''),
('clock_tree', 'cts_root_buf', 'clkbuf_4', ''),
('drt', 'routed_wirelength', '850', 'um'),
('final_layout', 'filler_instances', '398', ''),
('drt', 'drt-pass1-iter-count', '4', ''),
('sta', 'period_minus_slack', '1.015', 'ns'),
('clock_tree', 'post_cts.repair.setup_buffers', '0', ''),
('logic_synthesis', 'synth_stat.cells', '27', ''),
('global_routing', 'grt_antenna_before_repair', '0', ''),
('drt', 'antenna-diode-count', '0', ''),
('sta', 'setup_violations', '0', ''),
('final_layout', 'layout_top_cells_excl_fill_tap', '11 x clkdlybuf4s50_1, 9 x dlygate4sd2_1, 8 x mux2i_1, 8 x nor2_1, 7 x dfxtp_2', ''),
('placed_design', 'gp_congestion', '0.7393', ''),
('worst_setup_path', 'slowest_delay', '0.32', 'ns'),
('clock_tree', 'clkSinkCount', '8', ''),
('global_routing', 'global_route_total_overflow', '0', ''),
('floorplan', 'fp.dieH', '80', 'um'),
('floorplan', 'initial_utilization', '8.571', '%'),
('worst_setup_path', 'worst_path_max_delay_cell', 'dfxtp_2', ''),
('worst_setup_path', 'arrival', '0.79', 'ns'),
('placed_design', 'number_of_buffers_inserted_by_port_buffering', '20', ''),
('worst_setup_path', 'worstPathBufferInverterCount', '1', ''),
('sta', 'final_max_slew_viol_count', '0', ''),
('logic_synthesis', 'post_synth.cell_area_avg', '10.84', 'sq um'),
('global_routing', 'grt_usage', '2.953', '%');
## final cells by class
| cell class | count | area share (%) |
|---|---|---|
| clock buffer | 3 | 3.965 |
| tap | 46 | 10.13 |
| multi-input combinational | 16 | 19.38 |
| timing repair buffer | 21 | 36.78 |
| sequential | 8 | 29.74 |
## through the flow
step	cells	worst slack (ns)	util, %	hold WS (ns)
6_report	94	0.08524	16.63	0.4773
5_1_grt	94	0.03516	16.63	0.5222
4_1_cts	94	0.07015	16.63	0.4850
3_5_place_dp	91	-0.1470	16.04	0.4839
3_3_place_gp	91	-0.1313	16.04	0.4800
2_1_floorplan	27	0.4216	-	0.3639
## synth_stat cells
library cell  instances  area, sq um
buf_6                 1        11.26
mux2i_1               8        80.08
dfxtp_1               8        160.2
buf_4                 1        7.510
nor2_1                8        30.03
buf_1                 1        3.750
## path summary, 6_finish.rpt
| kind | cells past startpoint | startpoint | slack (ns) | to |
|---|---|---|---|---|
| max | 1 | parallel_out[0]$_SDFF_PP0_ | 0.09 | parallel_out[0] |
| min | 2 | parallel_out[6]$_SDFF_PP0_ | 0.48 | parallel_out[7]$_SDFF_PP0_ |
| max reg2reg | 2 | parallel_out[2]$_SDFF_PP0_ | 0.48 | parallel_out[3]$_SDFF_PP0_ |
| min reg2reg | 2 | parallel_out[6]$_SDFF_PP0_ | 0.48 | parallel_out[7]$_SDFF_PP0_ |
## power breakdown
group / switching (mW) / total [mW] / internal [mW]
Sequential: 0.00813 / 0.320 / 0.312
Combinational: 0.0301 / 0.106 / 0.0758
Clock: 0.0842 / 0.208 / 0.124
Total: 0.122 / 0.634 / 0.511
## routing by layer
layer,vias to the layer above,GRT usage (%),part of all wire (%)
met5,-,0,0
met4,0,0,0
met3,0,3.636,24
met2,21,3.050,25
met1,89,3.833,51
li1,131,-,-
## logic make-up (layout without fill, tap and decap cells)
logic type             Yosys count  count (layout)
buffers and inverters            3              24
AND/OR/NAND/NOR                  8               8
flip-flops                       8               8
multiplexers                     8               8
Power and IR drop assume default switching activity.
